File: ./design.v
module hex7seg(input logic  [3:0] a,
	       output logic [6:0] y);
   always_comb begin
      case(a)
         4'd0: y = 7'b111_1110;
         4'd1: y = 7'b011_0000;
         4'd2: y = 7'b110_1101;
         4'd3: y = 7'b111_1001;
         4'd4: y = 7'b011_0011;
         4'd5: y = 7'b101_1011;
         4'd6: y = 7'b101_1111;
         4'd7: y = 7'b111_0000;
         4'd8: y = 7'b111_1111;
         4'd9: y = 7'b111_1011;
         default: y = 7'b000_0000;
      endcase
   end
endmodule
File: ./run.sh
#!/bin/bash
# OpenROAD 26Q1-2900-gdf79404cd8, Yosys 0.63+post, stock flow scripts
make -C /OpenROAD-flow-scripts/flow DESIGN_CONFIG=/design/flow/config.mk WORK_HOME=/design/flow/orfs finish
File: ./config.mk
export PLATFORM = sky130hd
export DESIGN_NAME = hex7seg
export DESIGN_NICKNAME = hex7seg
export VERILOG_FILES = /design/flow/design.v
export SDC_FILE = /design/flow/constraint.sdc
export NUM_CORES = 4
export LEC_CHECK = 1
export CORE_AREA = 10 10 70 70
export DIE_AREA = 0 0 80 80
File: ./constraint.sdc
current_design hex7seg

set clk_period 1.0
set clk_io_pct 0.2

create_clock -name clk0 -period $clk_period

set non_clock_inputs [all_inputs -no_clocks]
set_input_delay [expr $clk_period * $clk_io_pct] -clock clk0 $non_clock_inputs
set_output_delay [expr $clk_period * $clk_io_pct] -clock clk0 [all_outputs]
==> notes.md <==
flow finished, numbers: Core Util, Final=14.9%, count of unique library cells instantiated by Yosys=13, sequential group share of total power=0%, fraction of final layout cells sized beyond drive strength 1=77.8%, run status=complete, but fails checks, sum of overflow across all layers after global routing=0, antenna violations before repair=0, gr usage total=2.49%, top post-synthesis cells by count=sky130_fd_sc_hd__ha_1, sky130_fd_sc_hd__o22ai_1, sky130_fd_sc_hd__inv_1, violation tally from detailed-route iteration zero=9, final tally of hold violations=0, VDD IR max=0.102 mV, biggest fanout along the worst timing path=3, largest net degree at the start of global routing=11, cell area after synthesis=219 um^2, area of all sequential standard cells=0 um^2, die extent in x=80 um, Area growth, synth to finish=132%, Core ar.=0.00342 mm^2, Final Max Tran Viols=0, type of element capturing the critical path=output pin, instance count along the most critical hold path=3, die area=0.00640 mm^2, Vias/cell=2.70, setup-violating endpoint count in the final report=7, Sw Share=42.9%, antenna fix cells=0, measured slew at the worst slew-check pin=165 ps, Worst EP required=800 ps, failing checks=setup timing, crit path from=a[0], P_int=110 uW, final setup slack of the worst path=-158 ps, minimum period implied by the final worst setup slack=1160 ps, library cell occupying the most area in the post-synthesis netlist=sky130_fd_sc_hd__ha_1, synthesized area divided by synthesized cell count=7.82 um^2, Initial Util=6.41%, post-synthesis cell count from yosys=28, setup slack at placement=-1010 ps, number of instances in the synthesized netlist=28, wire per inst=8.65 um, number of placement rows=21, unrepaired setup endpoints after global routing=true, worst max-slew margin expressed relative to the limit=88.8%, height of the chip=80 um, max frequency=0.864 GHz, most common cell in the synthesized netlist=sky130_fd_sc_hd__ha_1, arrival time at the worst endpoint=960 ps, final critical-path share of the clock period=116%, residual DRC count=0, Synth top area share=34.3%, Detailed Routing Iterations Pass 1=3, total number of yosys warnings=1, number of I/O port buffers=11, YS chip area=219 um^2, wire length of the first global-routing pass=1350 um, flop count=0, I/O Pins=11, vias in the first global route=276, startpoint of the worst hold path=a[3], nature of the critical path startpoint=input pin, DPL Wire Length=573 um, Hold/Removal Path Class=in -> out, tool warnings=39, top cells by area=sky130_fd_sc_hd__ha_1, sky130_fd_sc_hd__o22ai_1, sky130_fd_sc_hd__buf_6, static power due to leakage=0.000208 uW, Sw Pwr=82.8 uW, max cap viols=0, clock group share of total power=0%, clkbuf count=0, Total Routed Length=787 um, Final Wtd Congestion=0.702, post-route antenna net violation count=0, share of the yosys chip area belonging to registers=0%, total power density per cell area=380 mW/mm^2, combinational share of power=100.0%, category of the most critical setup path=in -> out, routed via count=246
==> stage by stage <==
step,setup TNS (ps),total power (uW),hold WS [ps],area [um^2],std cells
finish,-763,193,779,508,91
global route,-1100,217,807,508,91
CTS,-822,179,786,485,91
detailed placement,-6690,153,1540,402,88
global placement,-6580,150,1540,402,88
floorplan,0,63.3,504,219,28
==> routing by layer <==
metal	vias up	GRT usage (%)	part of all wire (%)
met3	0	1.59	18
li1	128	-	-
met1	108	3.63	50
met5	-	0	0
met4	0	0	0
met2	10	3.13	32
==> what timing repair did <==
action                     in CTS  in global routing
resized                        64                  7
setup endpoints to repair       7                  7
setup buffers                   3                  0
hold buffers                    0                  0
pin swaps                      10                  4
==> worst paths after layout <==
path              slack, ps    to
setup / recovery       -160  y[1]
hold / removal          780  y[5]
==> cell usage in the layout, fill, tap and decap left out, types with 2 or more instances in the layout <==
master                    count
sky130_fd_sc_hd__buf_2        8
sky130_fd_sc_hd__inv_2        2
sky130_fd_sc_hd__ha_4         4
sky130_fd_sc_hd__o22ai_1      4
sky130_fd_sc_hd__buf_6        4
sky130_fd_sc_hd__buf_4        3
sky130_fd_sc_hd__a21oi_2      2
sky130_fd_sc_hd__inv_1        2
sky130_fd_sc_hd__buf_8        2
==> power groups by stage <==
| stage | clock [uW] | sequential (uW) | combinational, uW |
|---|---|---|---|
| final | 0 | 0 | 193 |
| after global routing | 0 | 0 | 217 |
| after CTS | 0 | 0 | 179 |
==> critical path, stage by stage <==
cell and delay (ps):
sky130_fd_sc_hd__buf_8 70, sky130_fd_sc_hd__inv_2 40, sky130_fd_sc_hd__buf_6 120, sky130_fd_sc_hd__ha_4 150, sky130_fd_sc_hd__mux2i_2 160, sky130_fd_sc_hd__o22ai_1 90, sky130_fd_sc_hd__buf_2 120
==> cells by family (layout without fill, tap and decap cells) <==
family	Yosys count	after routing	synth area share [%]
multiplexers	1	1	4.57
AND/OR/NAND/NOR	3	3	9.71
adder cells (fa/ha/maj)	6	6	34.3
XOR/XNOR	1	1	4.00
AND-OR/OR-AND	10	10	28.6
buffers and inverters	7	24	18.9
==> area by class of cell <==
cell class	instances	area (um^2)
fill	391	2910
multi-input combinational	21	259
timing repair buffer	19	165
inverter	5	26.3
tap	46	57.6
Power is estimated from default activity; no workload was simulated.
