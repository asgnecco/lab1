[/design/flow/design.v]
module collatz( input logic         clk,    
		input logic 	    go,     
		input logic  [31:0] n,      
		output logic [31:0] dout,   
		output logic 	    done);  
   logic [31:0] working_val;
   always_ff @(posedge clk) begin
      if (go) begin
         working_val <= n;
      end else if (working_val != 1) begin
         if (working_val[0] == 0) begin
            working_val <= working_val >> 1;  
         end else begin
            working_val <= 3 * working_val + 1;  
         end
      end
      dout <= working_val;
      done <= (working_val == 1);
   end
endmodule
module lab1( input logic        CLOCK_50,   
	     input logic [3:0] 	KEY,  
	     input logic [9:0] 	SW,  
	     output logic [6:0] HEX0, HEX1, HEX2, HEX3, HEX4, HEX5,
	     output logic [9:0] LEDR  
	     );
   logic 			clk, go, done;   
   logic [31:0] 		start;
   logic [15:0] 		count;
   logic [11:0] 		n;
   assign clk = CLOCK_50;
   range #(256, 8)  
         r ( .* );  
   assign HEX0 = {KEY[2:0], KEY[3:0]};
   assign HEX1 = SW[6:0];
   assign HEX2 = {(n == 12'b0), (count == 16'b0) ^ KEY[1],
		  go, done ^ KEY[0], SW[9:7]};
   assign HEX3 = HEX0;
   assign HEX4 = HEX1;
   assign HEX5 = HEX2;
   assign LEDR = SW;
   assign go = KEY[0];
   assign start = {SW[1:0], SW, SW, SW};
   assign n = {SW[1:0], SW};
endmodule
module range
   #(parameter
     RAM_WORDS = 16,             
     RAM_ADDR_BITS = 4)          
   (input logic         clk,     
    input logic 	go,      
    input logic [31:0] 	start,   
    output logic 	done,    
    output logic [15:0] count);  
   logic 		cgo;     
   logic                cdone;   
   logic [31:0] 	n;       
   collatz c1(.clk(clk),
	      .go(cgo),
	      .n(n),
	      .done(cdone),
	      .dout());
   logic [RAM_ADDR_BITS - 1:0] 	 num;          
   logic 			 running = 0;  
   always_ff @(posedge clk) begin
      if (go) begin
         running <= 1;
         num <= 0;
         n <= start;
         cgo <= 1;
         din <= 16'h0001;  
         done <= 0;
      end else if (running) begin
         if (cgo) begin
            cgo <= 0;  
         end else if (cdone) begin
            we = 1;
            if (num == RAM_WORDS - 1) begin
               running <= 0;  
               done <= 1;     
            end else begin
               num <= num + 1;
               n <= n + 1;  
               din <= 16'h0001;  
               cgo <= 1;  
            end
         end else begin
            we <= 1'b0;
            din <= din + 1'b1;
         end
      end else begin
         we = 0;
         cgo <= 0;
         done <= 0;
      end
   end
   logic 			 we;                     
   logic [15:0] 		 din;                    
   logic [15:0] 		 mem[RAM_WORDS - 1:0];   
   logic [RAM_ADDR_BITS - 1:0] 	 addr;                   
   assign addr = we ? num : start[RAM_ADDR_BITS-1:0];
   always_ff @(posedge clk) begin
      if (we) mem[addr] <= din;
      count <= mem[addr];      
   end
endmodule
[/design/flow/run.sh]
#!/bin/bash
# OpenROAD 26Q1-2900-gdf79404cd8, Yosys 0.63+post, stock flow scripts
make -C /OpenROAD-flow-scripts/flow DESIGN_CONFIG=/design/flow/config.mk WORK_HOME=/design/flow/orfs finish
[/design/flow/config.mk]
export PLATFORM = sky130hd
export DESIGN_NAME = lab1
export DESIGN_NICKNAME = lab1
export VERILOG_FILES = /design/flow/design.v
export SDC_FILE = /design/flow/constraint.sdc
export NUM_CORES = 4
export LEC_CHECK = 1
export CORE_UTILIZATION = 50
[/design/flow/constraint.sdc]
current_design lab1

set clk_period 64.8
set clk_io_pct 0.2

create_clock -name clk0 -period $clk_period [get_ports {CLOCK_50}]

set non_clock_inputs [all_inputs -no_clocks]
set_input_delay [expr $clk_period * $clk_io_pct] -clock clk0 $non_clock_inputs
set_output_delay [expr $clk_period * $clk_io_pct] -clock clk0 [all_outputs]
==> results_slide.txt <==
Run Summary

Floorplanning
  – Die width: around 570 um
  – Die Y: around 570 um
  – Top Ports: ~67
  – Die ar.: 330400 um^2
  – Fp_density: approximately 50%
  – Total core area: 325300 um^2
  – Placement Rows: 209

Timing
  – Hold slack final: ~0.52 ns
  – Final WS setup: 36.76 ns
  – Min Tclk post-route: 28.04 ns
  – Worst Max-Slew Pin Slew: 1.261 ns
  – Slew Limit Fails: 0
  – Max transition margin: about 15%
  – Final TNS setup: 0 ns
  – Fmax: between 0.03 and 0.04 GHz
  – Setup Skew: approximately 0.056 ns
  – Final Hold Viols: 0
  – RSZ-0062 raised after global routing: no
  – Cycle use final: between 40% and 50%
  – Setup violators final: 0

Global routing
  – First-pass GRT wire length: 608.0 mm
  – Total gr overflow: 0
  – Largest net degree at the start of global routing: about 120
  – Global Route Usage Sum: between 20% and 30%
  – Vias in the first global route: slightly below 90k
  – Initial antenna violation count: 14

Critical path
  – Worst setup EP type: output pin
  – WP data arrival: ~15 ns
  – CP Launch Type: input port
  – Required time of the critical path: a little over 50 ns
  – Critical path type: input port to output pin
  – Max FO, Critical Path: 7
  – Reg2reg path depth: 15

Place
  – Pre-CTS setup slack: 36.74 ns
  – Final HPWL DP: ~250 mm
  – Placed Instances: 13.21k
  – Port buffer count: about 58
  – Gpl congestion: between 0.9 and 1

Run status
  – Status: completed

Synth
  – Mapped cell area: ~160000 um^2
  – Main area contributors: edfxtp_1 (76%), mux2i_1 (9.5%), mux4_2 (3.5%)
  – Most common cell in the synthesized netlist: edfxtp_1
  – Share of the synthesized area in the top cell type: 76.16%
  – Yosys reg bits: 4205
  – Syn avg cell area: 18.56 um^2
  – Number of cells in Yosys stat: a little under 9k
  – Netlist cell types: between 60 and 70
  – Synth area leader: edfxtp_1
  – Most common reg cell: edfxtp_1
  – Cell count after synthesis: between 8k and 9k
  – Synth warnings: 2
  – Async S/R FF share, synth: 0%
  – Top cells by count: edfxtp_1 (4161), mux2i_1 (1555), o22ai_1 (785)
  – Number of enable flip-flop cells: between 4k and 5k
  – Yosys stat area: about 160000 um^2
  – Post-synth seq share: about 77%

Clocking
  – TritonCTS clock tree: yes
  – Clk pin slew, worst setup/hold paths: around 0.060 ns
  – Post-CTS Hold Fix Bufs: 0
  – CTS resizes: 0
  – Clk root buf: clkbuf_16
  – # clock sinks: 4205
  – Cts bufs inserted: between 400 and 500
  – H-tree Lvls: 5
  – Longest Clk Path Bufs: 4
  – Latency at later pin: approximately 0.96 ns
  – Setup bufs post-CTS: 0

Routing
  – Total wire length: 425.0 mm
  – Drt first-iter violations: ~5.3k
  – DR vias/cell: between 6 and 7
  – Drt wl/cell: around 30 um
  – Residual DRC count: 0
  – DRT antenna net count: 0
  – TritonRoute pass-1 iters: 5
  – Vias: about 85k

Job
  – Tool warning count: between 40 and 50
  – Max-cap violations: 0

Pwr
  – Total power: 5.618 mW
  – Worst VDD drop: roughly 0.000027 V
  – P per Cell Area: between 30 and 40 nW/um^2
  – Leak: 60.29 nW

Hold path
  – Hold WC Path Type: flip-flop to flip-flop
  – Hold depth: 1

Final layout
  – Synthesis-to-layout area growth: 13.01%
  – Fill count: 23.62k
  – Fraction of layout cells with a size suffix above 1: ~16%
  – Layout Cells excl Fill: between 10k and 15k
[per-layer routing]
layer  GRT usage [%]  wire [um]  vias up
met3           21.57      73270      690
met5           3.128        917        -
met1           36.70     137300    41978
li1                -          -    37109
met2           40.99     197900     4869
met4           8.334      15520       30
[flip-flops by register name (all words and copies together), names as in the netlist, named ones only]
register          flops
r.mem              4096
r.n                  32
r.c1.working_val     31
r.count              16
r.din                16
r.num                 8
r.c1.done             1
r.cgo                 1
r.done                1
r.running             1
r.we                  1
[metrics by stage]
step | utilization [%] | area, um^2
CTS | 56.97 | 185300
detailed placement | 52.90 | 172100
floorplan | - | 164100
finish | 56.99 | 185400
global route | 56.99 | 185400
global placement | 52.90 | 172100
[final timing paths]
kind / slack (ns) / start / to
hold reg to reg: 0.52 / r.running / r.done
setup reg to reg: 57.45 / r.we / r.count[0]
hold / removal: 0.52 / r.running / r.done
setup / recovery: 36.76 / SW[0] / HEX2[6]
[critical path: stages]
cell	delay, ns
clkdlybuf4s50_1	0.57
nor4_1	0.55
nand2_1	0.14
nor3_1	0.31
clkdlybuf4s50_1	0.54
[cell families (layout without fill, tap and decap cells)]
logic type / count (synthesis) / after routing / synth area share, %
AOI/OAI and AO/OA: 1357 / 1357 / 5.517
DFF: 4205 / 4205 / 76.70
adders and majority gates: 51 / 51 / 0.3935
and+or+nand+nor: 693 / 693 / 1.952
buffers and inverters: 639 / 1450 / 1.978
xor gates and xnor gates: 75 / 75 / 0.4004
other: 0 / 25 / 0
muxes: 1818 / 1818 / 13.06
[placed cells by master (no fill, tap or decap), types with 78 or more instances in the layout]
master     count
o22ai_1      785
nand4_1       90
mux2i_1     1555
a22oi_1      129
mux4_2       256
nor2_1       280
a21oi_1      133
clkbuf_1      78
nand2_1      125
clkbuf_16    434
clkinv_1     117
buf_4        567
o41ai_1      175
edfxtp_1    4161
[area by class of cell]
type                            instances  area (um^2)  share of cell area [%]
Antenna cell                           25        62.56                 0.03374
Multi-Input combinational cell       3994        35590                   19.20
Inverter                               49        183.9                 0.09921
Tap cell                             4325         5411                   2.919
Timing Repair Buffer                  634         5017                   2.706
Clock buffer                          512        11150                   6.016
Sequential cell                      4205       125900                   67.91
Clock inverter                        255         2078                   1.121
[power breakdown]
group / internal, mW / switching [mW]
sequential: 2.97 / 0.0124
clock: 1.33 / 0.993
combinational: 0.117 / 0.192
total: 4.42 / 1.20
Power figures rest on the tool's default switching activity, not on a simulated workload.
